### ./config.mk
export PLATFORM = sky130hd
export DESIGN_NAME = SIDO_controller
export DESIGN_NICKNAME = SIDO_controller
export VERILOG_FILES = /design/flow/design.v
export SDC_FILE = /design/flow/constraint.sdc
export NUM_CORES = 4
export LEC_CHECK = 1
export CORE_UTILIZATION = 30
### ./constraint.sdc
current_design SIDO_controller

set clk_period 2.4
set clk_io_pct 0.2

create_clock -name clk0 -period $clk_period [get_ports {clk}]

set non_clock_inputs [all_inputs -no_clocks]
set_input_delay [expr $clk_period * $clk_io_pct] -clock clk0 $non_clock_inputs
set_output_delay [expr $clk_period * $clk_io_pct] -clock clk0 [all_outputs]
### ./design.v
`timescale 1ns / 1ps
module SIDO_controller(
    input clk,
    input reset,
    input request_5V,
    input request_3V3,
    input signed [12:0] error_3v3,
    input signed [12:0] error_5v,
    input emergency_5v,
    input emergency_3v3,
    output reg Q_main,
    output reg Q_5V_enable,
    output reg Q_3V3_enable,
    output wire load_sharing_active
);
    parameter IDLE      = 3'b000,
              DEADTIME  = 3'b001,
              SERVE_3V3 = 3'b010,
              SERVE_5V  = 3'b011,
              EMERGENCY = 3'b100;
    reg [2:0] state, next_state;
    reg [4:0] deadtime_counter;
    reg [7:0] service_counter;
    reg current_comparison_result;
    assign load_sharing_active = request_3V3 && request_5V;
    always @(posedge clk or posedge reset) 
      begin
        if (reset)
          begin
            state <= IDLE;
            deadtime_counter <= 0;
            service_counter <= 0;
            current_comparison_result <= 0;
          end 
        else 
          begin
            state <= next_state;
            case(state)
                IDLE: 
                  begin
                    deadtime_counter <= 0;
                    service_counter <= 0;
                  end
                DEADTIME: 
                  begin
                    service_counter <= 0;
                    if(deadtime_counter < 5'd8)
                        deadtime_counter <= deadtime_counter + 1;
                    else
                        deadtime_counter <= 0;
                    if (deadtime_counter == 5'd6 && request_3V3 && request_5V)
                      begin
                        current_comparison_result <= (error_3v3 >= error_5v);
                      end
                  end
                SERVE_3V3: 
                  begin
                    deadtime_counter <= 0;
                    if(service_counter < 255)
                        service_counter <= service_counter + 1;
                  end
                SERVE_5V: 
                  begin
                    deadtime_counter <= 0;
                    if(service_counter < 255)
                        service_counter <= service_counter + 1;
                  end
                EMERGENCY: 
                  begin
                    deadtime_counter <= 0;
                    service_counter <= 0;
                  end
              endcase
          end
      end
      always @(*) begin
          case(state)
            IDLE: 
              begin
                if (emergency_5v || emergency_3v3)
                    next_state = EMERGENCY;
                else if (request_3V3 || request_5V)
                    next_state = DEADTIME;
                else
                    next_state = IDLE;
            end
            DEADTIME: 
              begin
                if (emergency_5v || emergency_3v3)
                    next_state = EMERGENCY;
                else if (deadtime_counter >= 5'd8) 
                  begin
                    if (request_3V3 && request_5V)
                        next_state = current_comparison_result ? SERVE_3V3 : SERVE_5V;
                    else if (request_3V3)
                        next_state = SERVE_3V3;
                    else if (request_5V)
                        next_state = SERVE_5V;
                    else
                       next_state = IDLE;                      
                end 
                else
                    next_state = DEADTIME;
            end
            SERVE_3V3: 
              begin
                if (emergency_5v && emergency_3v3)
                    next_state = EMERGENCY;
                else if (emergency_3v3)
                    next_state = SERVE_3V3;
                else if (emergency_5v)
                    next_state = EMERGENCY;
                else if (!request_5V && !request_3V3)
                    next_state = IDLE; 
                else if (!request_3V3)
                    next_state = IDLE;
                else if (service_counter > 120)
                    next_state = DEADTIME;
                else if (request_5V && service_counter > 25)
                    next_state = DEADTIME;
                else
                    next_state = SERVE_3V3;
            end
            SERVE_5V: 
              begin
                if (emergency_5v && emergency_3v3)
                    next_state = EMERGENCY;
                else if (emergency_5v)
                    next_state = SERVE_5V;
                else if (emergency_3v3)
                    next_state = EMERGENCY;
                else if (!request_5V && !request_3V3)
                    next_state = IDLE;    
                else if (!request_5V)
                    next_state = IDLE;
                else if (service_counter > 80)
                    next_state = DEADTIME;
                else if (request_3V3 && service_counter > 25)
                    next_state = DEADTIME;
                else
                    next_state = SERVE_5V;
              end
            EMERGENCY: 
              begin
                if (emergency_5v && emergency_3v3) 
                  begin
                    next_state = (error_5v >= error_3v3) ? SERVE_5V : SERVE_3V3;
                  end 
                else if (emergency_5v)
                    next_state = SERVE_5V;
                else if (emergency_3v3)
                    next_state = SERVE_3V3;
                else if (request_3V3 || request_5V)
                    next_state = DEADTIME;
                else
                    next_state = IDLE;
                end
                default: next_state = IDLE;
          endcase
      end
      always @(*) 
      begin
        Q_main = 0;
        Q_5V_enable = 0;
        Q_3V3_enable = 0;
        case(state)
            SERVE_3V3: 
              begin
                Q_main = 1;
                Q_3V3_enable = 1;
              end
            SERVE_5V: 
              begin
                Q_main = 1;
                Q_5V_enable = 1;
              end
            EMERGENCY: 
              begin
                Q_main = 1;
                if (emergency_5v && !emergency_3v3)
                    Q_5V_enable = 1;
                else if (emergency_3v3 && !emergency_5v)
                    Q_3V3_enable = 1;
                else if (emergency_5v && emergency_3v3) 
                  begin
                    if (error_5v >= error_3v3)
                        Q_5V_enable = 1;
                    else
                        Q_3V3_enable = 1;
                  end
              end
          endcase
      end
endmodule
### ./run.sh
#!/bin/bash
# OpenROAD 26Q1-2900-gdf79404cd8, Yosys 0.63+post, stock flow scripts
make -C /OpenROAD-flow-scripts/flow DESIGN_CONFIG=/design/flow/config.mk WORK_HOME=/design/flow/orfs finish
==> impl_metrics.csv <==
group,metric,value,unit
logic_synthesis,flop_and_latch_count_out_of_synthesis,19,
logic_synthesis,post_synth.cell_area_avg,8.01,sq um
logic_synthesis,synth.cellmix.xorXnorShare,2.78,%
clocking,clock_insertion_delay_worst_skew,0.25,ns
die,die_width,74.5,um
die,die_footprint,5550,sq um
grt,wire_length_of_the_first_global_routing_pass,6880,um
die,design.portCount,36,
critical_path,startpoint_class_of_the_critical_path,"input pin",
timing,rsz_0062_raised_after_global_routing,"yes",
timing,finalClockPeriodUsage,103,%
critical_path,timing.critical_path.slowest_cell_delay,0.30,ns
clocking,clock_tree.htree_level_count,1,
logic_synthesis,synthesis.yosys.warnings,1,
grt,grt_start_max_net_pins,20,
logic_synthesis,simple_gate_area_share,22.1,%
outcome,violations,"negative setup slack",
route,wl,4260,um
critical_path,critical_path_cell_by_cell,"buf_6, inv_4, ha_4, nand4_1, nor2_1, o31ai_2, nand3b_1, buf_4, a41oi_2, buf_2",
die,initCoreUtil,31.1,%
route,drt-pass1-iter-count,4,
pwr,irDropWorstVdd,0.000207,V
route,route.detailed.wl_per_inst,13.0,um
placed_design,dpl.cell_count,304,
clocking,hold_buffers,0,
flow_run,total_number_of_warnings_across_the_stage_logs,29,
critical_path,crit_slowest_cell,"sky130_fd_sc_hd__o31ai_2",
route,total_drc_errors_in_the_routed_layout,0,
logic_synthesis,yosysTopAreaCell,"sky130_fd_sc_hd__dfrtp_1",
logic_synthesis,synth-cells-yosys,197,
timing,setup_viol,2,
clocking,tritoncts,"built",
timing,period_minus_slack,2.47,ns
grt,grt_antenna_before_repair,0,
logic_synthesis,synth_top_flop_cell,"sky130_fd_sc_hd__dfrtp_1",
logic_synthesis,ys_seq_share,30.2,%
pwr,power-per-cell-area,451,nW/um^2
pwr,power.static_leakage,1.03,nW
timing,hold_ws,0.536,ns
clocking,clk_path_buf_depth,2,
timing,timing.clock.skew,0.00162,ns
placed_design,dp.final_hpwl,2800,um
die,core_area,5070,sq um
critical_path,worst_path_required_time,1.92,ns
flow_run,cap_viol_max_count,0,
route,drt_iter0_drc,90,
placed_design,finalWeightedCongestion,0.782,
logic_synthesis,aoi_share,21.1,%
logic_synthesis,mux_share_of_post_synthesis_cell_area,0.634,%
logic_synthesis,enable_flop_cells,0,
timing,final_hold_viols,0,
logic_synthesis,fa_ha_area_share,14.3,%
pwr,power,1.07,mW
layout,final_layout_size_suffix_gt1_share,36.2,%
die,num_rows,26,
logic_synthesis,synth_top_cell_by_count,"sky130_fd_sc_hd__nor2_1",
grt,vias_in_the_first_global_route,1617,
timing,clock.fmax,404,MHz
layout,syn2layout_area_growth,50.0,%
clocking,cts_root_buffer,"sky130_fd_sc_hd__clkbuf_8",
critical_path,crit_fanout,3,
logic_synthesis,synth_top_area_share,28.5,%
logic_synthesis,synthDistinctLibCells,49,
timing,timing_worst_slew_pin_value,0.741,ns
timing,setup_slack,-0.0725,ns
route,drt-vias-per-instance,5.07,
placed_design,io_buffers,35,
route,antenna_cells_inserted,0,
grt,grt_usage,15.7,%
critical_path,endpoint_kind,"primary output",
hold_path,worst_hold_path_type,"reg2reg",
critical_path,start_to_end_type_of_the_worst_setup_path,"in2out",
logic_synthesis,synthTopCellsByArea,"sky130_fd_sc_hd__dfrtp_1, sky130_fd_sc_hd__ha_1, sky130_fd_sc_hd__nor2_1",
logic_synthesis,top_cells_by_count,"sky130_fd_sc_hd__nor2_1, sky130_fd_sc_hd__inv_1, sky130_fd_sc_hd__dfrtp_1, sky130_fd_sc_hd__ha_1, sky130_fd_sc_hd__a21oi_1",
layout,layoutNonFillerInstCount,327,
clocking,tritoncts.num_buffers,3,
clocking,clkSinkCount,19,
grt,grt_remaining_overflow,0,
critical_path,worst-endpoint-arrival,1.99,ns
route,route.antenna.remaining_nets,0,
route,detailroute.via_count,1658,
logic_synthesis,syn_inst,197,
timing,timing.final.max_slew_violations,0,
logic_synthesis,synthTopLogicFamily,"simple AND/OR/NAND/NOR gates",
timing,relSlewSlack,50.5,%
die,floorplan.die.height,74.5,um
logic_synthesis,post_synth_instance_area,1580,sq um
clocking,clkTransAtPathRegs,0.07,ns
logic_synthesis,ys_chip_area,1580,sq um
outcome,status,"complete, but fails checks",
logic_synthesis,asyncSetResetFlopFracSynth,100,%
-- layout by cell type, fill, tap and decap left out, types with 3 or more instances in the layout --
master,count
sky130_fd_sc_hd__clkdlybuf4s50_1,7
sky130_fd_sc_hd__o21bai_1,3
sky130_fd_sc_hd__xnor2_1,4
sky130_fd_sc_hd__nor3_1,4
sky130_fd_sc_hd__inv_2,8
sky130_fd_sc_hd__ha_1,7
sky130_fd_sc_hd__buf_2,17
sky130_fd_sc_hd__clkbuf_8,3
sky130_fd_sc_hd__nand2_1,13
sky130_fd_sc_hd__dfrtp_1,18
sky130_fd_sc_hd__inv_1,11
sky130_fd_sc_hd__nand3_1,6
sky130_fd_sc_hd__ha_4,11
sky130_fd_sc_hd__inv_4,4
sky130_fd_sc_hd__o21ai_0,8
sky130_fd_sc_hd__a21oi_1,14
sky130_fd_sc_hd__nand4_1,5
sky130_fd_sc_hd__buf_4,29
sky130_fd_sc_hd__or3_1,4
sky130_fd_sc_hd__nor2_1,24
sky130_fd_sc_hd__buf_6,11
-- cell families after synthesis --
family                     after synthesis
and+or+nand+nor                         71
xor gates and xnor gates                 5
buffers and inverters                   33
adders and majority gates               18
AOI/OAI and AO/OA                       50
DFF                                     19
muxes                                    1
-- critical path: cells and delay by family --
family,cells,cell delay (ns)
AOI/OAI and AO/OA,2,0.46
adders and majority gates,1,0.20
and+or+nand+nor,3,0.42
buffers and inverters,4,0.43
-- per-stage QoR --
stage	setup WS (ns)	TNS [ns]	instance area (sq um)	utilization [%]
after floorplan	0.260	0	1580	-
after global placement	-0.855	-1.74	2050	40.4
after detailed placement	-0.826	-1.76	2050	40.4
after CTS	0.00625	0	2240	44.2
after global routing	-0.159	-0.372	2370	46.6
final	-0.0725	-0.139	2370	46.6
-- per-layer routing --
metal	GRT usage, %	up-vias	routed length (um)	share of wire [%]
li1	-	814	-	-
met1	21.8	785	2070	49
met2	27.9	53	2000	47
met3	0.687	6	144	3.4
met4	2.31	0	48	1.1
met5	0	-	0	0
-- registers in the layout, indices dropped and copies added (netlist names) --
| signal | cells |
|---|---|
| deadtime_counter | 5 |
| service_counter | 8 |
| state | 5 |
| current_comparison_result | 1 |
-- repair_timing --
action                                  CTS  global route
resized                                 116            26
setup buffers                            18             2
pin swaps                                25            10
cloned                                    0             0
endpoints found under the setup margin    2             3
-- path summary, 6_finish.rpt --
path                              start                  to  slack [ns]  depth (start not counted)
max                        error_3v3[3]        Q_3V3_enable       -0.07                         10
min                            state[4]            state[1]        0.54                          2
max reg2reg                    state[1]  service_counter[7]        0.49                          5
min reg2reg                    state[4]            state[1]        0.54                          2
max in group asynchronous         reset  service_counter[2]        1.28                          2
min in group asynchronous         reset  service_counter[1]        0.65                          2
-- power breakdown --
part	total, mW	switching, mW	internal [mW]
Sequential	0.396	0.0451	0.351
Clock	0.222	0.104	0.118
Combinational	0.449	0.214	0.235
-- layout make-up --
| cell class | count | area [sq um] |
|---|---|---|
| clock buffer | 4 | 45.0 |
| fill | 486 | 2710 |
| inverter | 23 | 96.3 |
| multi-input combinational | 145 | 1150 |
| sequential | 19 | 477 |
| tap | 70 | 87.6 |
| timing repair buffer | 66 | 514 |
Power figures rest on the tool's default switching activity, not on a simulated workload.
