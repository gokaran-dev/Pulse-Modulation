--- flow/run.sh ---
#!/bin/bash
# OpenROAD 26Q1-2900-gdf79404cd8, Yosys 0.63+post, stock flow scripts
make -C /OpenROAD-flow-scripts/flow DESIGN_CONFIG=/design/flow/config.mk WORK_HOME=/design/flow/orfs finish
--- flow/config.mk ---
export PLATFORM = sky130hd
export DESIGN_NAME = DualSlopePWM
export DESIGN_NICKNAME = DualSlopePWM
export VERILOG_FILES = /design/flow/design.v
export SDC_FILE = /design/flow/constraint.sdc
export NUM_CORES = 4
export LEC_CHECK = 1
export CORE_AREA = 10 10 74 74
export DIE_AREA = 0 0 84 84
--- flow/design.v ---
`timescale 1ns / 1ps
module DualSlopePWM #(
    parameter RESOLUTION=10,
    parameter DUTY=123
  )(
    input clk,rst,
    output reg PWM_out
);
    localparam TOP=(1<<RESOLUTION)-1;    
    reg [RESOLUTION-1:0] counter;
    reg next_direction,direction;
    always @(*) 
      begin
        next_direction=direction;
        if (counter==TOP)
            next_direction=0;
        else if (counter==0)
            next_direction=1;
    end
    always @(posedge clk or posedge rst) 
      begin
        if(rst) 
          begin
            counter<=0;
            direction<=1;
            PWM_out<=0;
          end 
        else 
          begin
            direction<=next_direction;
            counter<=(next_direction)?(counter+1):(counter-1);
            PWM_out<=(counter<DUTY);
        end
    end
endmodule
--- flow/constraint.sdc ---
current_design DualSlopePWM

set clk_period 3.9
set clk_io_pct 0.2

create_clock -name clk0 -period $clk_period [get_ports {clk}]

set non_clock_inputs [all_inputs -no_clocks]
set_input_delay [expr $clk_period * $clk_io_pct] -clock clk0 $non_clock_inputs
set_output_delay [expr $clk_period * $clk_io_pct] -clock clk0 [all_outputs]
==> out/metrics.cfg <==
[status]
status = completed

[clocking]
cts.sink_count = 12
htree_levels = 1
cts_hold_buf = 0
cts_buffers = 3
cts_tree = done
cts_buffer_depth = 2
cts.clk_slew.worst_paths_ps = 50
clock_latency_ps = 240
cts_resized = 0
postCtsSetupRepairBufs = 0
root_buffer = clkbuf_8

[timing]
period_minus_slack_ps = 2820
finalCritPeriodShare_pct = 72.3
fin_worst_skew_ps = 5.26
rsz0062_at_grt = no
setup_violations = 0
slew_headroom_pct = 70.4
tightest_slew_ps = 444
hold_violations = 0
max_freq_ghz = 0.355
setup-tns-final_ps = 0
slew_viol_final = 0
layout_setup_ws_ps = 1080

[critical_path]
worst_path_dominant_cell_family = AND-OR/OR-AND gates
end_kind = flop
crit_fanout = 8
crit_buf_inv = 1
crit_required_ps = 4060
max_stage_delay_ps = 430
start_kind = flop
crit_slowest_cell = dfrtp_1
critPathArrivalTime_ps = 2980
crit_chain = nor4_1, a31oi_1, a31oi_2, inv_1, ha_1, a21o_1, a21oi_1, o31ai_2, a221oi_2, xor2_1
critPathKind = reg -> reg

[synthesis]
async_flop_share_pct = 100
netlist_area_um2 = 785
avgSynthCellArea_um2 = 10.1
yosysTopAreaCell = dfrtp_1
yosys_warnings = 1
ys_types = 32
edf_count = 0
synthCells = 78
flop_cell = dfrtp_1
ys_cells = 78
yosysTopAreaCellShare_pct = 35.1
synthTopCellsByArea = dfrtp_1 (35%), ha_1 (13%), a21o_1 (3.8%), dfstp_2 (3.3%), inv_1 (3.3%)
ys_ff = 12
ys_top_cells_by_count = dfrtp_1 (11), ha_1 (8), inv_1 (7)
yosys_area_um2 = 785
most_common_cell = dfrtp_1
ys_seq_share_pct = 38.4

[min_path]
hp-class = reg -> reg

[die]
chipArea_mm2 = 0.00706
num_io_pins = 3
die-width_um = 84
coreArea_mm2 = 0.00397
row_count = 23
initial_utilization_pct = 19.8
die_h_um = 84

[placement]
dp.cells = 129
place_congestion = 0.793
port_buffers = 2
hpwl_um = 1060
pre_cts_slack_ps = 1130

[flow_run]
warning_count = 25
cap_viol_max_count = 0

[pwr]
seqPwrFrac_pct = 48.1
combPwrFrac_pct = 1.3
ir_worst_vdd_mv = 0.0941
p_sw_mw = 0.0448
p_int_mw = 0.215
p_per_area_mw_per_mm2 = 282
sw_frac_of_total_pct = 17.3
cellLeakagePower_nw = 0.430
p_clk_share_pct = 50.6
power_mw = 0.259

[cells_and_area]
fin_cells = 133
area_delta_synth_final_pct = 17.1
drive_gt1_share_pct = 9.64

[grt]
grt_max_degree = 13
grt_pass1_vias = 591
groute.usage.overall_pct = 4.14
antenna_found_initial = 0
grt_overflow = 0
grt_pass1_wl_um = 2590

[route]
drt-initial-drc-count = 43
antenna_cells = 0
drc_errors = 0
dr.pass1.iters = 4
vias = 573
vias_per_cell = 4.31
route.antenna.remaining_nets = 0
wl_per_cell_um = 10.5
routed_wl_um = 1390

==> layer usage <==
metal | up-vias | GRT usage [%] | share of wire [%]
met4 | 0 | 1.07 | 2.0
met1 | 269 | 5.33 | 51
met2 | 10 | 6.13 | 42
li1 | 292 | - | -
met3 | 2 | 1.87 | 5.1
met5 | - | 0 | 0
==> sequential cells by signal (all words and copies together), names as in the netlist <==
name	flops
counter	10
direction	1
PWM_out	1
==> stage by stage <==
| stage | util (%) | area, um^2 | hold WS [ps] |
|---|---|---|---|
| 6_report | 23.1 | 918 | 573 |
| 2_1_floorplan | - | 785 | 521 |
| 3_5_place_dp | 21.7 | 863 | 567 |
| 3_3_place_gp | 21.7 | 863 | 542 |
| 4_1_cts | 23.1 | 918 | 570 |
| 5_1_grt | 23.1 | 918 | 625 |
==> kinds of logic after synthesis <==
logic type,synth area share (%)
AND-OR/OR-AND,20.1
XOR/XNOR,5.58
adder cells (fa/ha/maj),15.3
buffers and inverters,3.83
flip-flops,38.4
multiplexers,1.28
AND/OR/NAND/NOR,15.5
==> power by group through the flow <==
stage                 registers (mW)  clock network (mW)  logic (mW)
after CTS                      0.125               0.133     0.00346
after global routing           0.125               0.142     0.00389
final                          0.125               0.131     0.00328
==> cells in the final DEF (no fill, tap or decap) <==
cell type | netlist | routed
nor3b_1 | 1 | 1
nand4_1 | 3 | 3
nor3_1 | 4 | 4
o21bai_1 | 1 | 1
o21ai_0 | 2 | 2
a21boi_1 | 1 | 1
o31ai_2 | 1 | 1
a31oi_1 | 2 | 2
clkbuf_8 | 0 | 4
mux2i_1 | 1 | 1
ha_1 | 8 | 8
xnor2_1 | 2 | 2
nand3b_1 | 1 | 1
clkdlybuf4s50_1 | 0 | 2
xor2_1 | 3 | 3
a2bb2oi_1 | 1 | 1
nand2_1 | 2 | 2
nor2b_1 | 4 | 4
a221oi_2 | 1 | 1
o21ai_1 | 1 | 1
o21a_1 | 1 | 1
a31oi_2 | 1 | 1
inv_1 | 7 | 7
nand3_1 | 1 | 1
a31o_1 | 1 | 1
nor2_1 | 4 | 4
a21oi_1 | 4 | 4
a21o_1 | 4 | 4
and4_1 | 1 | 1
dfstp_2 | 1 | 1
dfrtp_1 | 11 | 11
fa_1 | 1 | 1
nor4_1 | 1 | 1
==> path summary, 6_finish.rpt <==
kind	start	endpoint	slack (ps)	depth (start not counted)
max	counter[0]	counter[9]	1080	10
min in group asynchronous	rst	counter[1]	840	2
min	counter[0]	counter[0]	570	1
max in group asynchronous	rst	direction	2730	2
max reg2reg	counter[0]	counter[9]	1080	10
min reg2reg	counter[0]	counter[0]	570	1
==> final cells by class <==
type / count / area (um^2)
Fill cell: 417 / 3050
Multi-Input combinational cell: 58 / 453
Sequential cell: 12 / 302
Tap cell: 50 / 62.6
Clock buffer: 4 / 55.1
Inverter: 7 / 26.3
Timing Repair Buffer: 2 / 20.0
Power and IR drop assume default switching activity.
